==> /design/flow/config.mk <==
export PLATFORM = sky130hd
export DESIGN_NAME = MEM
export DESIGN_NICKNAME = MEM
export VERILOG_FILES = /design/flow/design.v
export SDC_FILE = /design/flow/constraint.sdc
export NUM_CORES = 4
export LEC_CHECK = 1
export CORE_UTILIZATION = 50
==> /design/flow/constraint.sdc <==
current_design MEM

set clk_period 5.8
set clk_io_pct 0.2

create_clock -name clk0 -period $clk_period

set non_clock_inputs [all_inputs -no_clocks]
set_input_delay [expr $clk_period * $clk_io_pct] -clock clk0 $non_clock_inputs
set_output_delay [expr $clk_period * $clk_io_pct] -clock clk0 [all_outputs]
==> /design/flow/design.v <==
module MEM(
		input [31:0] 		MemWriteData_IN,
		input [5:0] 		MemControl_IN,	
		input 			MemRead_IN,	
		input [31:0] 		ALUResult_IN,	
		input [31:0] 		Data_IN,	
		output [31:0] 		WriteData_OUT,	
		output [31:0] 		Data_OUT,		
		output [1:0]  		DataSize_OUT	
);
wire [31:0]	data_read_aligned;
assign WriteData_OUT 	= MemRead_IN ? data_read_aligned : ALUResult_IN;
always begin
	data_read_aligned = MemWriteData_IN;
	case(MemControl_IN)
		6'b100001: begin
			case (ALUResult_IN[1:0])
				0: data_read_aligned = {{24{Data_IN[31]}},Data_IN[31:24]};
				1: data_read_aligned = {{24{Data_IN[23]}},Data_IN[23:16]};
				2: data_read_aligned = {{24{Data_IN[15]}},Data_IN[15:8]};
				3: data_read_aligned = {{24{Data_IN[7]}},Data_IN[7:0]};
			endcase
			DataSize_OUT = 0;
		end
		6'b101010: begin
			case (ALUResult_IN[1:0])
				0: data_read_aligned = {{24{1'b0}},Data_IN[31:24]};
				1: data_read_aligned = {{24{1'b0}},Data_IN[23:16]};
				2: data_read_aligned = {{24{1'b0}},Data_IN[15:8]};
				3: data_read_aligned = {{24{1'b0}},Data_IN[7:0]};
			endcase
			DataSize_OUT = 0;
		end
		6'b101011: begin
			case(ALUResult_IN[1:0])
				0: data_read_aligned = {{16{Data_IN[31]}},Data_IN[31:16]};
				2: data_read_aligned = {{16{Data_IN[15]}},Data_IN[15:0]};
			endcase
			DataSize_OUT = 0;
		end
		6'b101100: begin
			case(ALUResult_IN[1:0])
				0: data_read_aligned = {{16{1'b0}},Data_IN[31:16]};
				2: data_read_aligned = {{16{1'b0}},Data_IN[15:0]};
			endcase
			DataSize_OUT = 0;
		end
		6'b101101: begin
			case (ALUResult_IN[1:0])
				0: data_read_aligned 		= Data_IN;		 
				1: data_read_aligned[31:8] 	= Data_IN[23:0];	 
				2: data_read_aligned[31:16] 	= Data_IN[15:0]; 	 
				3: data_read_aligned[31:24] 	= Data_IN[7:0];		 
			endcase
			DataSize_OUT = 0;
		end
		6'b101110: begin
			case (ALUResult_IN[1:0])
				0: data_read_aligned[7:0] 	= Data_IN[31:24];	 
				1: data_read_aligned[15:0] 	= Data_IN[31:16]; 	 
				2: data_read_aligned[23:0] 	= Data_IN[31:8];	 
				3: data_read_aligned 		= Data_IN;		 
			endcase
			DataSize_OUT = 0;
		end
		6'b111101, 6'b101000, 6'b110101: begin
			data_read_aligned 	= Data_IN;
			DataSize_OUT 	= 0;
		end
		6'b101111: begin	 
			DataSize_OUT	= 1;
			Data_OUT[7:0] 	= MemWriteData_IN[7:0];
		end
		6'b110000: begin	 
			DataSize_OUT 	= 2;
			Data_OUT[15:0] 	= MemWriteData_IN[15:0];
		end
		6'b110001, 6'b110110: begin	 
			DataSize_OUT	= 0;
			Data_OUT 		= MemWriteData_IN;
		end
		6'b110010: begin	 
			case(ALUResult_IN[1:0])
				0: begin 
					Data_OUT 		= MemWriteData_IN; 
					DataSize_OUT	= 0; 
				end
				1: begin 
					Data_OUT[23:0] 	= MemWriteData_IN[31:8]; 
					DataSize_OUT	= 3; 
				end
				2: begin 
					Data_OUT[15:0]	= MemWriteData_IN[31:16]; 
					DataSize_OUT	= 2; 
				end
				3: begin 
					Data_OUT[7:0] 	= MemWriteData_IN[31:24]; 
					DataSize_OUT	= 1; 
				end
			endcase
		end
		6'b110011: begin	 
			case(ALUResult_IN[1:0])
				0: begin 
					Data_OUT[7:0] 	= MemWriteData_IN[7:0]; 
					DataSize_OUT	= 1; 
				end
				1: begin 
					Data_OUT[15:0] 	= MemWriteData_IN[15:0]; 
					DataSize_OUT	= 2; 
				end
				2: begin 
					Data_OUT[23:0] 	= MemWriteData_IN[23:0]; 
					DataSize_OUT	= 3; 
				end
				3: begin 
					Data_OUT 		= MemWriteData_IN; 
					DataSize_OUT	= 0; 
				end
			endcase
		end
		default: begin
			data_read_aligned 	= Data_IN;
			DataSize_OUT	= 0;
		end
	endcase
end
endmodule
==> /design/flow/run.sh <==
#!/bin/bash
# OpenROAD 26Q1-2900-gdf79404cd8, Yosys 0.63+post, stock flow scripts
make -C /OpenROAD-flow-scripts/flow DESIGN_CONFIG=/design/flow/config.mk WORK_HOME=/design/flow/orfs finish
==> results.json <==
{
  "rsz0062_at_grt": "false",
  "edf_count": 0,
  "fillCellCount": 570,
  "drive_gt1_frac": 0.0685,
  "chipHeight_um": 90.1,
  "critPathLaunchType": "input port",
  "grt_overflow_total": 0,
  "drc_errors": 0,
  "grt_usage": 0.414,
  "ys_chip_area_um2": 3880,
  "port_buffers": 169,
  "leakagePower_nw": 1.90,
  "post_cts_buffers": 0,
  "crit_fanout": 28,
  "crit_path_cell_trace": "clkdlybuf4s50_1, ha_1, buf_4, a22oi_1, a21oi_1, and2_1, a221oi_1, a31oi_1, clkdlybuf4s50_1",
  "cp_slowest_cell": "ha_1",
  "antenna_left": 0,
  "async_reset_ff_frac": 0,
  "setup_slack_ps": 403,
  "final-comb-area_um2": 3080,
  "yosys_most_used_dff": "dlxtn_1",
  "cts_hold_buffers": 0,
  "synth_cells": 590,
  "cp.required_ps": 4640,
  "gp_congestion": 1.06,
  "fin_cells": 814,
  "first_global_vias": 4870,
  "adder_share": 0.0161,
  "cpMostUsedCell": "clkdlybuf4s50_1",
  "fin_tns_setup_ps": 0,
  "place_ws_ps": 538,
  "worstMarginPinSlew_ps": 876,
  "grt_pass1_wl_um": 26600,
  "largest_area_cell": "dlxtn_1",
  "hpwlAfterDp_um": 12900,
  "worstHoldPathType": "in -> out",
  "synthToLayoutAreaGrowth_pct": 43.2,
  "ys_cells": 590,
  "dieArea_um2": 8110,
  "lay_top_count": "clkdlybuf4s50_1",
  "place_inst": 814,
  "antenna_found_initial": 0,
  "ctsResizeCount": 0,
  "hold_viol": 0,
  "yosys_warnings": 54,
  "outcome": "finished clean",
  "top_cell_area_share": 0.124,
  "min_period_over_period": 0.930,
  "register_area_um2": 480,
  "xor_share": 0,
  "drtIter0Drc": 793,
  "vdd_drop_max_mv": 0.0592,
  "setup_viol": 0,
  "topCellsByArea": "dlxtn_1, a22oi_1, a21oi_1, nand2_1, a221oi_1",
  "crit_path_end_kind": "primary output",
  "grt_max_degree": 58,
  "crit_path_max_incr_delay_ps": 700,
  "simple_gate_share": 0.252,
  "core_um2": 7370,
  "drt-total-wl_um": 17300,
  "die_width_um": 90.1,
  "fmax_mhz": 185,
  "worstPathArrival_ps": 4240,
  "max_cap_violations": 0,
  "path_class": "in -> out",
  "viasPerCell": 6.81,
  "yosysUniqueCellTypes": 62,
  "lay_top_cells": "clkdlybuf4s50_1, a21oi_1, nand2_1, a22oi_1, nor2_1",
  "num_rows": 31,
  "holdPathStages": 4,
  "io_pins": 169,
  "unclocked_pins": 32,
  "tool_warnings": 37,
  "first_pass_iters": 9,
  "maxSlewHeadroom": 0.416,
  "ys.flops": 32,
  "powerDensity_nw_per_um2": 75.4,
  "diodes": 0,
  "finalMaxSlewViolations": 0,
  "hold_ws_ps": 3260,
  "wl_per_cell_um": 21.3,
  "untimed_endpoints": 64,
  "fin_crit_ps": 5400,
  "largest_register_ffs": 32,
  "logic_family": "AND-OR/OR-AND gates",
  "fp_util": 0.526,
  "ys_sh_aoi": 0.499,
  "mux_share": 0.0258,
  "via_count": 5546,
  "postSynthAreaPerCell_um2": 6.57,
  "syn_area_um2": 3880
}
path summary, 6_finish.rpt:
kind                         from           endpoint  slack (ps)
setup / recovery  ALUResult_IN[0]  WriteData_OUT[28]         400
hold / removal    ALUResult_IN[7]   WriteData_OUT[7]        3260
report_power, final:
group          leakage [nW]  switching [mW]  internal, mW
clock network             0               0             0
registers             0.261         0.00364        0.0189
logic                  1.64           0.193         0.203
total                  1.90           0.197         0.222
cell families (layout without fill, tap and decap cells):
kind of cell / count (synthesis) / count (layout)
AND-OR/OR-AND: 277 / 277
AND/OR/NAND/NOR: 190 / 190
buffers and inverters: 77 / 202
multiplexers: 9 / 9
adder cells (fa/ha/maj): 5 / 5
latches: 32 / 32
critical path: cells and delay by family:
family                   cells  cell delay [ps]
buffers and inverters        3             1490
adder cells (fa/ha/maj)      1              700
AND-OR/OR-AND                4              700
AND/OR/NAND/NOR              1              170
through the flow:
stage	utilization	instance area [um2]	power (mW)
after global placement	0.753	5550	0.401
after detailed placement	0.753	5550	0.406
after CTS	0.753	5550	0.408
after global routing	0.753	5550	0.444
final	0.753	5550	0.419
after floorplan	-	3880	0.188
Yosys cell counts (3+ instances only):
master     n
o221ai_1   3
nand4_1    7
o221a_2    7
a22oi_1   52
a31oi_1   25
nand3_1   11
clkbuf_1  32
a21oi_1   71
o22ai_1   25
dlxtn_1   32
and2_1     8
nand2_1   53
buf_2     18
nand3b_1   3
o21ai_0   25
a222oi_1  17
nor2b_1   20
ha_1       5
nor2_1    46
nor3_1     4
a221oi_1  22
a31o_2     8
mux2_2     8
inv_1     19
buf_1      4
nand2b_1  17
or3b_1     3
metal layers:
metal  track usage  vias up  share of wire
met5             0        -              0
met4         0.129        0          0.037
met3         0.119       69           0.15
met2         0.589      482           0.42
met1         0.605     2448           0.40
li1              -     2547              -
area by class of cell:
cell class | count | area share
Inverter | 21 | 0.0142
Sequential cell | 32 | 0.0865
Timing Repair Buffer | 181 | 0.322
Multi-Input combinational cell | 481 | 0.555
Tap cell | 99 | 0.0223
Power and IR drop assume default switching activity.
